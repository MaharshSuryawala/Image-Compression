### design/flow/design.v
`timescale 1ns / 1ps
module counter_6(count, clk, rst);
parameter n=5;
  output reg [n:0] count;
  input clk;
  input rst;
  initial
    count = 0;
  always @(posedge clk )
      count = count + 1;
endmodule 
### design/flow/run.sh
#!/bin/bash
# OpenROAD 26Q1-2900-gdf79404cd8, Yosys 0.63+post, stock flow scripts
make -C /OpenROAD-flow-scripts/flow DESIGN_CONFIG=/design/flow/config.mk WORK_HOME=/design/flow/orfs finish
### design/flow/config.mk
export PLATFORM = sky130hd
export DESIGN_NAME = counter_6
export DESIGN_NICKNAME = counter_6
export VERILOG_FILES = /design/flow/design.v
export SDC_FILE = /design/flow/constraint.sdc
export NUM_CORES = 4
export LEC_CHECK = 1
export CORE_AREA = 10 10 70 70
export DIE_AREA = 0 0 80 80
### design/flow/constraint.sdc
current_design counter_6

set clk_period 1.8
set clk_io_pct 0.2

create_clock -name clk0 -period $clk_period [get_ports {clk}]

set non_clock_inputs [all_inputs -no_clocks]
set_input_delay [expr $clk_period * $clk_io_pct] -clock clk0 $non_clock_inputs
set_output_delay [expr $clk_period * $clk_io_pct] -clock clk0 [all_outputs]
==> reports/qor.txt <==
yosys xor share -> 17.7%
Detailed Route WL -> 449 um
slew margin rel. -> 87.6%
max reg flops -> 6
Max VDD drop -> 0.296 mV
Yosys Instances -> 15
Top logic family -> XOR/XNOR gates
MaxCap Viol Count -> 0
first-pass GRT wire length -> 765 um
Hold Startpoint -> count[0]
FF-to-FF setup slack -> 900 ps
status -> finished clean
share of cells above drive strength 1 -> 20.8%
Worst Max-Slew Pin Slew -> 185 ps
per-cell routed wire length -> 6.41 um
Yosys chip area -> 198 um^2
die footprint -> 6400 um^2
Top Layout Cells -> dfxtp_1, clkdlybuf4s50_1, clkbuf_4
post-route ant nets -> 0
GRT overflow -> 0
CP max FO -> 4
PwrDens -> 762 nW/um^2
Buffers on Ports -> 6
tally of OpenROAD warnings -> 26
RSZ-0062 raised after global routing -> false
clk slew on worst S/H paths -> 40 ps
Via density -> 1.99
max incr delay on CP -> 540 ps
CP top delay family -> buffers and inverters
CTS Buf Count -> 3
yosys adder share -> 6.33%
vias in the first global route -> 155
endpoint arrival time on the critical path -> 1190 ps
critical path type -> reg -> out
Top Layer Used -> met4
P&R area growth vs syn -> 70.9%
Pwr Total -> 257 uW
setup bufs post-CTS -> 0
FP Util -> 5.79%
pins over their slew limit -> 0
placed cell count -> 67
CTS sink cnt -> 6
DR pass1 iterations -> 2
worst path cell trace -> clkdlybuf4s50_1
detailed-route via count -> 139
GRT Util Overall -> 1.60%
Pleak -> 0.118 nW
CTS Hold Bufs -> 0
initial antenna violation count -> 0
Die Span X -> 80 um
site row count -> 21
drt drc -> 0
CTS tree -> yes
fill count -> 410
Syn Inst Count -> 15
met3 WL -> 66 um
Final setup viols -> 0
sequential area share after synthesis -> 60.8%
Multiplexer share -> 0%
Fin Setup TNS -> 0 ps
I/O pin total -> 8
ant diodes -> 0
routed length on met1 -> 265 um
Unique cell types -> 8
Die H -> 80 um
Worst setup EP type -> output port
worst r2r src -> count[2]
Cell Area, Synth -> 198 um^2
CORE AREA -> 3420 um^2
pin count of the biggest net entering global routing -> 5
Max Root-Sink Buffers -> 2
HP Class -> reg -> reg
number of buffers and inverters on the critical path -> 1
placed cell area -> 315 um^2
Post-Layout Cell Count -> 70
Synth Area in Compound Gates -> 0%
GP Congestion -> 0.653
crit path launch -> count[3]
later-pin clock latency in the skew report -> 250 ps
CP max stage cell -> clkdlybuf4s50_1
DRT iter0 DRCs -> 2
CP Launch Type -> flop
final hold vios -> 0
metal2 WL -> 110 um
Seq cells post-synth -> 6
AND/OR/NAND/NOR Cells, Area Fraction -> 13.3%
YS warnings -> 1
Final Cell Area -> 338 um^2
Period minus WS final -> 1550 ps
Mapped Avg Cell Area -> 13.2 um^2
Tcrit/Tclk final -> 86.0%
CP Data Required Time -> 1440 ps
post-cts repair resize count -> 0
CTS H-tree lvls -> 1
Max Clk Rate -> 0.646 GHz
clock root cell -> clkbuf_4
skew final -> 1.78 ps
==> routing by layer <==
metal	up-vias	GRT usage, %
met5	-	0
met4	0	0.528
met3	2	1.70
met2	10	1.36
met1	59	2.28
li1	68	-
==> synth_stat cells <==
cell | n | area share (%)
dfxtp_1 | 6 | 61
xnor2_1 | 2 | 8.9
xor2_1 | 2 | 8.9
and3_4 | 1 | 5.7
ha_1 | 1 | 6.3
inv_1 | 1 | 1.9
nand3_1 | 1 | 2.5
nand3_2 | 1 | 5.1
==> report_power, final <==
part           internal, mW  switching [mW]
registers             0.133               0
clock network        0.0754          0.0486
logic                     0               0
total                 0.209          0.0486
==> per-stage QoR <==
step / utilization [%] / setup WS (ps) / hold WS [ps]
2_1_floorplan: - / 967 / 371
3_3_place_gp: 9.23 / 537 / 391
3_5_place_dp: 9.23 / 514 / 398
4_1_cts: 9.89 / 244 / 411
5_1_grt: 9.89 / 214 / 436
6_report: 9.89 / 252 / 405
==> path summary, 6_finish.rpt <==
path | cells after the start | to
max | 1 | count[3]
min | 1 | count[0]
max reg2reg | 3 | count[5]
min reg2reg | 1 | count[0]
==> layout make-up <==
| cell class | count | area (um^2) | share of cell area (%) |
|---|---|---|---|
| sequential | 6 | 120 | 35.6 |
| multi-input combinational | 8 | 73.8 | 21.9 |
| timing repair buffer | 6 | 60.1 | 17.8 |
| tap | 46 | 57.6 | 17.0 |
| clock buffer | 3 | 22.5 | 6.67 |
| inverter | 1 | 3.75 | 1.11 |
==> kinds of logic (layout without fill, tap and decap cells) <==
family	after synthesis	after routing
adder cells (fa/ha/maj)	1	1
XOR/XNOR	4	4
buffers and inverters	1	10
AND/OR/NAND/NOR	3	3
flip-flops	6	6
Power is estimated from default activity; no workload was simulated.
