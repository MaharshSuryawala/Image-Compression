==> design.v <==
`timescale 1ns / 1ps
module counter_8(count, clk, rst);
parameter n=7;
  output reg [n:0] count;
  input clk;
  input rst;
  initial
    count = 0;
  always @(posedge clk)
      count = count + 1;
endmodule 
==> run.sh <==
#!/bin/bash
# OpenROAD 26Q1-2900-gdf79404cd8, Yosys 0.63+post, stock flow scripts
make -C /OpenROAD-flow-scripts/flow DESIGN_CONFIG=/design/flow/config.mk WORK_HOME=/design/flow/orfs finish
==> config.mk <==
export PLATFORM = sky130hd
export DESIGN_NAME = counter_8
export DESIGN_NICKNAME = counter_8
export VERILOG_FILES = /design/flow/design.v
export SDC_FILE = /design/flow/constraint.sdc
export NUM_CORES = 4
export LEC_CHECK = 1
export CORE_AREA = 10 10 70 70
export DIE_AREA = 0 0 80 80
==> constraint.sdc <==
current_design counter_8

set clk_period 1.6
set clk_io_pct 0.2

create_clock -name clk0 -period $clk_period [get_ports {clk}]

set non_clock_inputs [all_inputs -no_clocks]
set_input_delay [expr $clk_period * $clk_io_pct] -clock clk0 $non_clock_inputs
set_output_delay [expr $clk_period * $clk_io_pct] -clock clk0 [all_outputs]
==> run_results.csv <==
group,metric,value,unit
run_status,status,"finished clean",
cells_and_area,syn_to_final_growth,57.9,%
setup_path,cp-end-kind,"output pin",
cts,root_buffer,"clkbuf_4",
floorplanning,num_io_pins,10,
hold_path,hp-start,"count[0]",
routing,routed_via_density,2.38,
routing,drt-pass1-iter-count,2,
setup_path,crit_required,1.28,ns
floorplanning,fp-utilization,8.10,%
power_and_ir_drop,pwr_density_cell,791,mW/mm^2
setup_path,startpoint_type,"flop",
final_timing,rsz0062_at_grt,"no",
cts,worstSkewPairLatency,0.24,ns
power_and_ir_drop,leakage,0.000156,uW
final_timing,fin_skew,0.00305,ns
floorplanning,core_area,0.00342,sq mm
cells_and_area,register_area,160,sq um
grt,grt_max_degree,6,
synthesis,ys_cells,24,
synthesis,yosys-stat-area,277,sq um
synthesis,ys_ff,8,
setup_path,criticalPathCategory,"reg -> out",
routing,routedWlPerCell,7.20,microns
grt,gr-total-overflow,0,
cts,post_cts_buffers,0,
place,gp_routability_congestion,0.763,
cts,cts_tree,"yes",
routing,num_vias,193,
setup_path,r2r.worst_path.cells,3,
cts,ctsHoldBuffers,0,
run,cap_violations,0,
synthesis,ys.warnings.count,1,
hold_path,hold_class,"reg -> reg",
cts,numCtsBuffers,3,
setup_path,worst_path_max_delay_cell,"clkdlybuf4s50_1",
synthesis,syn_area_per_cell,11.5,sq um
synthesis,synth.distinct_cells,11,
setup_path,rrSetupSlack,0.61,ns
floorplanning,dieArea,0.00640,sq mm
final_timing,slew_violations,0,
cells_and_area,largest_reg_flops,8,
floorplanning,die_w,80,microns
synthesis,synthCells,24,
place,port_buffers,8,
final_timing,fmax,666,MHz
setup_path,reg2reg_to,"count[7]",
routing,num_antenna_cells,0,
cts,cts_sinks,8,
routing,wl,583,microns
hold_path,hold_path_depth,1,
cells_and_area,fillers,398,
cts,cts_htree_levels,1,
final_timing,finalSetupViolCount,0,
setup_path,cpPeakStageDelay,0.51,ns
cts,clk_pin_slew,0.05,ns
routing,drtIter0Drc,6,
routing,antenna_left,0,
grt,grt_pass1_vias,220,
synthesis,synth_area,277,sq um
final_timing,layout_min_cycle_time,1.50,ns
setup_path,path_cells,"clkdlybuf4s50_1",
run,warning_count,26,
final_timing,relSlewSlack,86.1,%
floorplanning,rows,21,
final_timing,final.setup.tns,0,ns
final_timing,period_used_share,93.8,%
grt,grt_usage,2.02,%
synthesis,postSynthSeqShare,57.9,%
cts,cts_buffer_depth,2,
grt,gr-usage-met1,2.69,%
cells_and_area,fin_util,12.8,%
cells_and_area,drive_gt1_share,14.3,%
hold_path,min_to,"count[0]",
floorplanning,die_h,80,microns
setup_path,worstPathMaxFanout,5,
setup_path,crit_buf_inv,1,
grt,gr-max-usage-layer,"met1",
setup_path,cp_top_family,"buffers and inverters",
grt,met2_usage,2.09,%
setup_path,startpoint,"count[2]",
grt,antenna_found_initial,0,
final_timing,tightest_slew,0.208,ns
final_timing,timing_hold_violations_final,0,
cts,ctsResizeCount,0,
setup_path,arrival,1.18,ns
grt,met3_usage,2.27,%
power_and_ir_drop,peakVddDrop,0.365,mV
routing,drc,0,
cells_and_area,combGateArea,113,sq um
grt,grt_pass1_wl,986,microns
setup_path,r2r-start,"count[2]",
kinds of logic (layout without fill, tap and decap cells):
group | Yosys count | count (layout) | synth area share (%)
DFF | 8 | 8 | 57.9
and+or+nand+nor | 8 | 8 | 17.2
xor gates and xnor gates | 6 | 6 | 19.0
adders and majority gates | 1 | 1 | 4.52
buffers and inverters | 1 | 12 | 1.36
placed cells by master (no fill, tap or decap):
cell and n:
nor2_1 1, xor2_1 3, and3_1 1, xnor2_1 3
ha_1 1, clkdlybuf4s50_1 8, nand3_1 2, nand2_1 2
dfxtp_1 8, inv_1 1, nand3_2 1, nor3_2 1
clkbuf_4 3
layer usage:
layer,part of all wire [%],wire (microns),vias up
li1,-,-,102
met1,56,324,83
met2,29,167,8
met3,16,92,0
met4,0,0,0
met5,0,0,-
cell usage after synthesis:
cell     count  share of area (%)
nand3_2      1                3.6
and3_1       1                2.3
xor2_1       3                9.5
nor2_1       1                1.4
dfxtp_1      8                 58
nand3_1      2                3.6
nor3_2       1                3.6
xnor2_1      3                9.5
ha_1         1                4.5
nand2_1      2                2.7
inv_1        1                1.4
stage by stage:
stage               cells  worst slack (ns)  power, uW  cell area, sq um  hold slack [ns]
floorplan              24             0.719        204               277            0.382
global placement       78             0.376        204               414            0.403
detailed placement     78             0.363        204               414            0.413
CTS                    81            0.0825        353               437            0.424
global route           81           0.00795        362               437            0.447
finish                 81            0.0987        345               437            0.420
report_power, final:
part,leakage (uW),internal [uW],switching [uW]
logic,0.0000776,0,0
clock network,0.0000138,85.3,60.7
registers,0.0000644,199,0
layout make-up:
type	instances	area share (%)
Multi-Input combinational cell	15	25.8
Timing Repair Buffer	8	18.3
Inverter	1	0.860
Tap cell	46	13.2
Sequential cell	8	36.7
Clock buffer	3	5.16
worst max path at each step:
stage                       to  cells past startpoint
final                 count[2]                      1
after CTS             count[2]                      1
after global routing  count[2]                      1
Power figures rest on the tool's default switching activity, not on a simulated workload.
